**design/flow/design.v**
```verilog
module SYS_CTRL_rx
(
input wire CLK,
input wire RST,
input wire [7:0] RX_P_DATA,
input wire RX_D_VLD,
output reg EN,
output reg [3:0] ALU_FUN,
output reg CLK_EN, 
output reg [3:0] Address,
output reg WrEn,
output reg RdEn,
output reg [7:0] WrData
);
localparam  [3:0]      IDLE           = 4'b0000,
                       WAIT_ADD       = 4'b0001,      
					   WAIT_ADD1      = 4'b0011,
					   WAIT_DATA      = 4'b0010,
					   WAIT_OPA       = 4'b0110,
					   WAIT_OPB       = 4'b0100,
					   WAIT_FUN       = 4'b0101,
					   WAIT_FUN1      = 4'b0111,
					   STING_Rd       = 4'b1111,
					   STING_Wr       = 4'b1110,
					   STING_ALUop    = 4'b1100,
					   STING_ALUno    = 4'b1101;
reg         [3:0]          next_state,current_state;				   
reg   [3:0]    Reg_FUN , Reg_Address ;
always@(posedge CLK , negedge RST)
begin 
if(!RST)
   begin 
	      current_state <= IDLE ;
		end
	else 
	   begin 
	      current_state <= next_state ;
	    end 
end
always@(*)
begin 
   case(current_state)
	IDLE :    begin
			      if (RX_D_VLD && RX_P_DATA == 'hAA )
				  begin
				     next_state = WAIT_ADD ;
				  end
				  else if (RX_D_VLD && RX_P_DATA == 'hBB )
				  begin
				     next_state = WAIT_ADD1 ;
				  end
				  else if (RX_D_VLD && RX_P_DATA == 'hCC)
				   begin
				     next_state = WAIT_OPA ;
				   end
				   else if (RX_D_VLD && RX_P_DATA == 'hDD)
				   begin
				     next_state = WAIT_FUN ;
				   end
				   else 
				   next_state = IDLE ;
			  end	
    WAIT_ADD: begin
	              if (RX_D_VLD)
				  begin
				     next_state = WAIT_DATA ;
				  end
				  else 
				  begin
				     next_state = WAIT_ADD ;
				  end
			  end
	WAIT_DATA: begin 
	             if (RX_D_VLD)
				 begin 
				     next_state = STING_Wr ;
				 end
				 else
				 begin
				     next_state = WAIT_DATA;
				 end 
			   end
    WAIT_ADD1: begin 
	             if (RX_D_VLD)
				 begin 
				     next_state = STING_Rd;
				 end
				 else
				 begin
				     next_state = WAIT_ADD1 ;
   				 end
			   end
	WAIT_OPA: begin
	             if (RX_D_VLD)
				 begin 
				     next_state = WAIT_OPB ;
				 end
				 else
				 begin 
				     next_state = WAIT_OPA ;
                 end
			  end
    WAIT_OPB: begin 
                 if (RX_D_VLD)
                 begin
                     next_state = WAIT_FUN ;
                 end
                 else 
                 begin 
                     next_state = WAIT_OPB ;
                 end
			  end
    WAIT_FUN: begin
                 if(RX_D_VLD)
                 begin
                     next_state = STING_ALUop ; 
                 end
                 else
                 begin 
                     next_state = WAIT_FUN ;
                 end
			   end
	WAIT_FUN1: begin
                 if(RX_D_VLD)
                 begin
                     next_state = STING_ALUno ; 
                 end
                 else
                 begin 
                     next_state = WAIT_FUN ;
                 end
               end
  STING_Rd   : begin
                   next_state = IDLE;
               end			
	STING_Wr   :  begin
                   next_state = IDLE;
               end		
  STING_ALUop : begin
                   next_state = IDLE;
               end		
  STING_ALUno 	: begin
                   next_state = IDLE;
               end		
   default      :  begin
                   next_state = IDLE;
                   end
    endcase
end	
always@ (posedge CLK)
begin 
case (current_state)
   WAIT_ADD : begin 
         if (RX_D_VLD) 
            Reg_Address <= RX_P_DATA;	
			  end
	WAIT_FUN  : begin
	       if (RX_D_VLD) 
	          Reg_FUN <= RX_P_DATA;
	            end
	WAIT_FUN1  : begin 
	        if (RX_D_VLD)
	           Reg_FUN <= RX_P_DATA;
	           end
endcase
end
always @ (*)
 begin
	CLK_EN     = 1'b1 ;
    WrEn       = 0 ;
    Address    = 0 ;
    WrData     = 0 ;
    RdEn       = 0 ;
	ALU_FUN    = 0 ;
	EN         = 0 ;
  case(current_state)
    IDLE       : begin
	             CLK_EN     = 1'b1 ;
                 WrEn       = 0 ;
                 Address    = 0 ;
                 WrData     = 0 ;
                 RdEn       = 0 ;
                 ALU_FUN    = 0 ;
                 EN         = 0 ;
				 end
    WAIT_ADD   : begin
                CLK_EN     = 1'b0 ;
                WrEn       = 1'b0 ;
                Address    = RX_P_DATA ;
                WrData     = 0 ;
                RdEn       = 1'b0 ; 
				ALU_FUN    = 0 ;
	            EN         = 0 ;
				end
	WAIT_DATA : begin
	            CLK_EN     = 1'b0 ;
                WrEn       = 1'b0 ;
                Address    = Reg_Address;
                WrData     = 0;
                RdEn       = 1'b0 ; 
			         	ALU_FUN    = 0 ;
	              EN         = 0 ;
				end
    WAIT_ADD1 : begin 
	            CLK_EN     = 1'b0;
                WrEn       = 1'b0 ;
                Address    = 0 ;
                WrData     = 0; 
                RdEn       = 1'b0 ; 
			          	ALU_FUN    = 0 ;
	               EN         = 0 ;
				end
	WAIT_OPA :  begin 
	            CLK_EN     = 1'b0 ;
                WrEn       = 1'b1 ;
                Address    = 0 ;
                WrData     = RX_P_DATA ; 
                RdEn       = 1'b0 ;
                ALU_FUN    = 0 ;
            	EN         = 0 ;				
				end
    WAIT_OPB : begin
	            CLK_EN     = 1'b0 ;
                WrEn       = 1'b1 ;
                Address    = 1 ;
                WrData     = RX_P_DATA;
                RdEn       = 1'b0 ;
                ALU_FUN    = 0 ;
	            EN         = 0 ;				
				end
	WAIT_FUN : begin
	            CLK_EN     = 1'b1 ;
                WrEn       = 1'b0 ;
                Address    = 0 ;
                WrData     = 0;
                RdEn       = 1'b0 ; 
				        ALU_FUN    = 0 ;
	              EN         = 1'b0 ;
				end
    WAIT_FUN1 : begin 
	            CLK_EN     = 1'b1 ;
                WrEn       = 1'b0 ;
                Address    = 0 ;
                WrData     = 0;
                RdEn       = 1'b0 ; 
			         	ALU_FUN    = 0 ;
	              EN         = 1'b0 ;
				         end
			STING_Rd :   begin
			          CLK_EN     = 1'b0;
                WrEn       = 1'b0 ;
                Address    = RX_P_DATA ;
                WrData     = 0; 
                RdEn       = 1'b1 ; 
			         	ALU_FUN    = 0 ;
	              EN         = 0 ;
	            end	 
	   STING_Wr   :  begin
	             CLK_EN     = 1'b0 ;
                WrEn       = 1'b1 ;
                Address    = Reg_Address;
                WrData     = RX_P_DATA;
                RdEn       = 1'b0 ; 
			         	ALU_FUN    = 0 ;
	              EN         = 0 ;
               end		
     STING_ALUop : begin
                   CLK_EN     = 1'b1 ;
                WrEn       = 1'b0 ;
                Address    = 0 ;
                WrData     = 0;
                RdEn       = 1'b0 ; 
				        ALU_FUN    = Reg_FUN ;
	              EN         = 1'b1 ;
               end		
      STING_ALUno 	: begin
               CLK_EN     = 1'b1 ;
                WrEn       = 1'b0 ;
                Address    = 0 ;
                WrData     = 0;
                RdEn       = 1'b0 ; 
			         	ALU_FUN    = Reg_FUN ;
	              EN         = 1'b1 ;
               end		      
	endcase
end	
endmodule
module SYS_CTRL_tx	 
 (
input wire CLK,
input wire RST,
input wire [7:0] ALU_OUT,
input wire OUT_Valid,
input wire [7:0] RdData,
input wire RdData_Valid,
input wire Busy,
output reg [7:0] TX_P_DATA,
output reg TX_D_VLD
);    	
localparam [1:0]   IDLE   = 2'b00 ,
                   Rd_St  = 2'b01 ,
                   FUN_St = 2'b11 ;
reg  [1:0]      next_state , current_state ;
 always@(posedge CLK , negedge RST)
begin 
if(!RST)
   begin 
	      current_state <= IDLE ;
		end
	else 
	   begin 
	      current_state <= next_state ;
	    end 
end
always @ (posedge CLK or negedge RST)
    begin
        if (!RST)
            begin
                TX_P_DATA <= 0;
                TX_D_VLD  <= 0;
            end
        else
            begin
                if (OUT_Valid)
                    begin
                        TX_P_DATA <= ALU_OUT;
                        TX_D_VLD  <= 1;
                    end
                else if (RdData_Valid)
                    begin
                        TX_P_DATA <= RdData;
                        TX_D_VLD  <= 1;
                    end
                else if (Busy)
                    begin
                        TX_P_DATA <= 0;
                        TX_D_VLD  <= 0;
                    end
            end
    end
endmodule
module SYS_CTRL
(
input     wire             CLK,         
input     wire             RST,
input     wire [7:0]       RX_P_DATA,
input     wire             RX_D_VLD,
input     wire [7:0]      ALU_OUT,
input     wire             OUT_Valid,
input     wire [7:0]       RdData,
input     wire             RdData_Valid,
input     wire             TX_OUT_Busy,
output    wire             EN,
output    wire [3:0]       ALU_FUN,
output    wire             CLK_EN, 
output    wire [3:0]       Address,
output    wire             WrEn,
output    wire             RdEn,
output    wire [7:0]       WrData,
output    wire [7:0]       TX_P_DATA,
output    wire             TX_D_VLD
);	  
SYS_CTRL_rx U0_SYS_CTRL_rx  (
.CLK(CLK),
.RST(RST),
.RX_P_DATA(RX_P_DATA),
.RX_D_VLD(RX_D_VLD),
.EN(EN),
.ALU_FUN(ALU_FUN),
.CLK_EN(CLK_EN),
.Address(Address),
.WrEn(WrEn),
.RdEn(RdEn),
.WrData(WrData)
);
SYS_CTRL_tx U0_SYS_CTRL_tx (
.CLK(CLK),
.RST(RST),
.ALU_OUT( ALU_OUT),
.OUT_Valid(OUT_Valid),
.RdData(RdData),
.RdData_Valid(RdData_Valid),
.Busy(TX_OUT_Busy),
.TX_P_DATA(TX_P_DATA),
.TX_D_VLD( TX_D_VLD)
 );
 endmodule
```
**design/flow/run.sh**
```bash
#!/bin/bash
# OpenROAD 26Q1-2900-gdf79404cd8, Yosys 0.63+post, stock flow scripts
make -C /OpenROAD-flow-scripts/flow DESIGN_CONFIG=/design/flow/config.mk WORK_HOME=/design/flow/orfs finish
```
**design/flow/config.mk**
```make
export PLATFORM = sky130hd
export DESIGN_NAME = SYS_CTRL
export DESIGN_NICKNAME = SYS_CTRL
export VERILOG_FILES = /design/flow/design.v
export SDC_FILE = /design/flow/constraint.sdc
export NUM_CORES = 4
export LEC_CHECK = 1
export CORE_AREA = 10 10 94 94
export DIE_AREA = 0 0 104 104
```
**design/flow/constraint.sdc**
```tcl
current_design SYS_CTRL

set clk_period 1.8
set clk_io_pct 0.2

create_clock -name clk0 -period $clk_period [get_ports {CLK}]

set non_clock_inputs [all_inputs -no_clocks]
set_input_delay [expr $clk_period * $clk_io_pct] -clock clk0 $non_clock_inputs
set_output_delay [expr $clk_period * $clk_io_pct] -clock clk0 [all_outputs]
```
==> impl_metrics.yaml <==
# physical design summary
critical_path:
  critical_path.startpoint: "U0_SYS_CTRL_rx.current_state[5]$_DFF_PN0_"
  worstPathMaxFanout: 4
  crit_path_end_kind: "primary output"
  timing.critical_path.from_type: "register"
  worst-endpoint-required_ns: 1.44
  cell_type_with_the_highest_occurrence_count_on_the_critical_path: "buf_6"
  worstPathCellList: "or3_4 -> buf_6 -> buf_6 -> and2_4 -> buf_6"
  crit_path_top_delay_cell: "or3_4"
  setup.worst_path.class: "reg2out"
  crit_path_max_cell_delay_ns: 0.42
  cp_data_arrival_time_ns: 1.58
  worstReg2RegStart: "U0_SYS_CTRL_rx.current_state[5]$_DFF_PN0_"
floorplanning:
  die_outline_area_mm2: 0.0108
  floorplan.rows: 30
  io_pins: 59
  floorplan.core_util: 0.175
  die_width_um: 104
  fp.coreArea_mm2: 0.00683
  dieHeight_um: 104
synth:
  post_synth_inst_count: 104
  synth_cell_types: 25
  synthFlopType: "dfrtp_1"
  top_cell_area_share: 0.378
  synth-warning-count: 2
  area_leaders: "dfrtp_1 (38%), edfxtp_1 (20%), and2_1 (8.4%)"
  postSynthSeqShare: 0.601
  postSynthAreaPerCell_um2: 11.5
  yosys.area.top_type: "dfrtp_1"
  yosys-stat-area_mm2: 0.00119
  synthArstFlopShare: 0.704
  synth_stat.cells: 104
  synth_flops: 27
  synth.cell_area_mm2: 0.00119
  yosys-top-cells-count: "dfrtp_1 (18), and2_1 (16), nand2_1 (12)"
  post-synth-top-count-cell: "dfrtp_1"
  flip_flops_with_a_built_in_enable: 8
place:
  placement.setup.worst_slack_ns: -0.232
  gp_routability_congestion: 0.818
  hpwl_after_detailed_placement_um: 2930
  i_o_buffers: 58
final_layout:
  fin_util: 0.308
  area_growth_from_synthesis_to_layout_pct: 76.2
  post_route_cells_drive_above_1_share: 0.284
global_route:
  grt_pass1_vias: 1123
  grt_pass1_wl_um: 6120
  grt_util_met3: 0.00501
  grt_max_degree: 20
  antenna_violations_before_repair: 0
  groute.usage.overall: 0.0674
  gr_met1_demand_resource: 0.0858
  global_route_met2_usage: 0.123
  grt_overflow: 0
  layer_carrying_the_most_global_route_usage: "met2"
job:
  tool_warning_count: 27
  max_cap_violations: 0
timing:
  min_setup_slack_post_route_ns: -0.135
  report.final.slew_viol_count: 0
  fin_crit_ns: 1.94
  worst_case_headroom_to_the_max_slew_limit: 0.614
  setup_viol_count_final: 13
  period_used_share: 1.08
  grt_setup_unrepaired: "yes"
  timing.clock.skew_ns: 0.00104
  hold_fails_final_rpt: 0
  clock.fmax_ghz: 0.517
  worst-slew-pin-transition_ns: 0.577
cts:
  clockBufferDepth: 2
  tritoncts: "built"
  cts_inserted_buffers: 3
  cts.sinks: 27
  cts.hold.buffers_added: 0
  clockRootBuffer: "clkbuf_8"
  clk_latency_ns: 0.27
  htree_num_levels: 1
  clkSlewWorstSetupHoldPaths_ns: 0.09
routing:
  drt-wirelength-per-cell_um: 13.3
  first_pass_iters: 4
  via_count: 1046
  drt_wl_total_um: 3700
  antenna_cells: 0
  drt-initial-drc-count: 66
  route.detailed.vias_per_inst: 3.75
  drcViolationCount: 0
  antenna_left: 0
pwr:
  static-leakage-power_nw: 0.903
  post-layout-total-power_mw: 1.21
  power_per_cell_area_mw_per_mm2: 575
  maximum_vdd_drop_mv: 0.279
status:
  failed_checks: "negative setup slack"
  run_status: "finished with violations"
min_path:
  hold_path_class: "in2async"
## metrics by stage
| stage | TNS [ns] | cells | hold WS [ns] | cell area (µm²) |
|---|---|---|---|---|
| final | -0.907 | 279 | 0.412 | 2100 |
| after global routing | -1.62 | 279 | 0.447 | 2100 |
| after CTS | -1.25 | 279 | 0.419 | 2090 |
| after detailed placement | -1.56 | 270 | 0.482 | 2000 |
| after global placement | -1.50 | 270 | 0.472 | 2000 |
| after floorplan | 0 | 104 | 0.0644 | 1190 |
## flip-flops by register name (all words and copies together), names as in the netlist, named ones only
| name | cells |
|---|---|
| U0_SYS_CTRL_rx.current_state | 8 |
| U0_SYS_CTRL_tx.TX_D_VLD | 1 |
| U0_SYS_CTRL_rx.Reg_Address | 4 |
| U0_SYS_CTRL_rx.Reg_FUN | 4 |
| U0_SYS_CTRL_tx.TX_P_DATA | 8 |
## critical path: cells and delay by family, from the launching register on
family                 cells  cell delay (ns)
and+or+nand+nor            2             0.56
DFF                        1             0.39
buffers and inverters      3             0.34
## cell type report
| type | count | area, µm² |
|---|---|---|
| timing repair buffer | 79 | 721 |
| clock buffer | 3 | 41.3 |
| multi-input combinational | 69 | 480 |
| inverter | 4 | 15.0 |
| fill | 701 | 4730 |
| sequential | 27 | 718 |
| clock inverter | 1 | 5.00 |
| tap | 96 | 120 |
## cell usage in the layout, fill, tap and decap left out, types with 4 or more instances in the layout
cell | synthesis | final
and2_1 | 16 | 11
inv_1 | 4 | 4
clkdlybuf4s50_1 | 0 | 44
buf_6 | 0 | 10
dfrtp_1 | 18 | 17
buf_4 | 0 | 15
and2_4 | 0 | 6
edfxtp_1 | 8 | 8
nand2_1 | 12 | 12
buf_2 | 1 | 9
o21ai_0 | 10 | 10
a22oi_1 | 8 | 8
## timing repair
action / CTS / global route
setup endpoints to repair: 14 / 14
resized: 58 / 5
cloned: 1 / 0
pin swaps: 9 / 4
setup buffers: 5 / 1
## power by group
part | leakage (nW) | switching, mW | internal, mW | total (mW)
clock | 0.0255 | 0.190 | 0.155 | 0.345
combinational | 0.563 | 0.0647 | 0.124 | 0.189
sequential | 0.315 | 0.0141 | 0.660 | 0.674
## final timing paths
kind	cells after the start	endpoint	slack, ns
max	5	WrData[2]	-0.14
min	2	U0_SYS_CTRL_tx.TX_P_DATA[6]$_DFFE_PN0P_	0.41
max reg2reg	4	U0_SYS_CTRL_rx.current_state[0]$_DFF_PN1_	0.62
min reg2reg	2	U0_SYS_CTRL_rx.current_state[7]$_DFF_PN0_	0.50
max in group asynchronous	2	U0_SYS_CTRL_rx.current_state[0]$_DFF_PN1_	1.12
min in group clk0	2	U0_SYS_CTRL_rx.current_state[7]$_DFF_PN0_	0.50
## cell families after synthesis
| family | share of synthesized area |
|---|---|
| AND/OR/NAND/NOR | 0.185 |
| AND-OR/OR-AND | 0.161 |
| flip-flops | 0.601 |
| buffers and inverters | 0.0262 |
| multiplexers | 0.0273 |
## layer usage
metal  wire [µm]  part of all wire  up-vias
li1            -                 -      531
met1        1560              0.42      501
met2        2030              0.55       12
met3          64             0.017        2
met4          47             0.013        0
met5           0                 0        -
No activity file was given, so power comes from the tool's default toggle rates.
