## design.v

```verilog
module top_reciever(
input wire clk,rest,
input wire rx_in,
input wire par_en ,
input wire [4:0]prescale,
input wire par_typ,
output wire d_valid,
output wire [7:0]p_data
);
wire dat_samp_en ;
wire [4:0]edge_cnt ;
wire [3:0]bit_cnt ;
wire enable;
wire sampled_bit;
wire deslz_en;
wire stp_err;
wire stp_chk_en;
wire strt_glitch;
wire strt_chk_en;
wire par_err;
wire par_chk_en;
fsm_rx u_fsm(
.clk(clk),
.rest(rest),
.rx_in(rx_in),
.edge_cnt(edge_cnt),
.bit_cnt(bit_cnt),
.par_err(par_err),
.par_en(par_en),
.strt_glitch(strt_glitch),
.stp_err(stp_err),
.par_typ(par_typ),
.dat_samp_en(dat_samp_en),
.enable(enable),
.deslz_en(deslz_en),
.d_valid(d_valid),
.stp_chk_en(stp_chk_en),
.strt_chk_en(strt_chk_en),
.par_chk_en(par_chk_en)
);
edge_bit_counter u_edge_bit_counter(
.clk(clk),
.rest(rest),
.enable(enable),
.prescale(prescale),
.edge_cnt(edge_cnt),
.bit_cnt(bit_cnt)
);
deserializer u_deserializer(
.clk(clk),
.rest(rest),
.deslz_en(deslz_en),
.edge_cnt(edge_cnt),
.sampled_bit(sampled_bit),
.p_data(p_data)
);
stop_check u_stop_check(
.clk(clk),
.sampled_bit(sampled_bit),
.stp_chk_en(stp_chk_en),
.stp_err(stp_err)
);
strt_check u_strt_check(
.clk(clk),
.sampled_bit(sampled_bit),
.strt_chk_en(strt_chk_en),
.strt_glitch(strt_glitch)
);
parity_check u_parity_check(
.clk(clk),
.sampled_bit(sampled_bit),
.par_typ(par_typ),
.p_data(p_data),
.par_chk_en(par_chk_en),
.par_err(par_err)
);
sampling_data u_sampling_data(
.clk(clk),
.dat_samp_en(dat_samp_en),
.prescale(prescale),
.sample1(sample1),
.sample2(sample2),
.sample3(sample3),
.rx_in(rx_in),
.edge_cnt(edge_cnt),
.sampled_bit(sampled_bit)
);
endmodule
module sampling_data(
input wire clk,
input wire dat_samp_en,
input wire rx_in,
input wire [4:0] edge_cnt,
input wire [4:0]prescale,
output reg sample1 ,sample2 , sample3,
output reg sampled_bit
);
always@(posedge clk)
begin
  if(dat_samp_en && edge_cnt ==( prescale>>1)-1)
    sample1 <= rx_in;
  else if (dat_samp_en&& edge_cnt == prescale>>1) 
    sample2 <= rx_in;
  else if (dat_samp_en&& edge_cnt == (prescale>>1)+1)
    sample3 <= rx_in ;
end
always@(*)
begin
   sampled_bit = (sample1 & sample2) | (sample1 & sample3) | (sample2 & sample3);
end
endmodule 
module deserializer(
input wire clk,
input wire rest,
input wire sampled_bit,
input wire deslz_en,
input wire [4:0]edge_cnt,
output reg [7:0]p_data
);
always@(posedge clk , negedge rest)
begin  
   if (!rest)
       begin
            p_data <= 8'b0 ;
	   end
   else if (deslz_en&&edge_cnt==5'b111)
       begin
            p_data <= {sampled_bit,p_data[7:1]}; 
       end
end 
endmodule	   
module edge_bit_counter(
input wire clk,
input wire rest,
input wire enable,
input wire [4:0] prescale,
output reg[4:0] edge_cnt,
output reg [3:0] bit_cnt
);
always@(posedge clk , negedge rest )
begin 
     if(!rest)
	         begin
			    edge_cnt<= 5'b0;
				bit_cnt <= 4'b0;
			 end
	else if(enable)
	         begin
			    edge_cnt <= edge_cnt + 1 ;
			if(edge_cnt==prescale)
			  begin
			     edge_cnt <= 5'b1 ;
			     bit_cnt <= bit_cnt + 1;
			  end
              end			
            else   
              begin
			    edge_cnt<= 5'b0;
				bit_cnt <= 4'b0;
			 end
end
endmodule
module parity_check(
input wire clk,
input wire[7:0]p_data,
input wire sampled_bit,
input wire par_chk_en,
input wire par_typ,
output reg par_err
);
reg parity ;
always@(posedge clk)
begin 
   case(par_typ)
      1'b0 : begin 
	         parity <= ^p_data  ;      
			 end
	  1'b1 	:  begin 
             parity <= ~^p_data ;      
               end			 
    endcase
end
always @ (posedge clk )
 begin
  if(par_chk_en)
   begin
    par_err <= parity ^	sampled_bit ;
   end	
 end
endmodule	 
module stop_check(
input wire clk,
input wire sampled_bit,
input wire stp_chk_en,
output reg stp_err
);
always@(posedge clk)
begin
   if (stp_chk_en && sampled_bit)
       stp_err <= 1'b0;
	else if(stp_chk_en && !sampled_bit)
	   stp_err <= 1'b1;
end
endmodule	   
module strt_check(
input wire clk,
input wire sampled_bit,
input wire strt_chk_en,
output reg strt_glitch
);
always@(posedge clk)
begin
   if(strt_chk_en && !sampled_bit)
      strt_glitch <= 1'b0 ;
else if(strt_chk_en && sampled_bit)
      strt_glitch <= 1'b1 ;
end
endmodule
module fsm_rx(
input wire rx_in,
input wire clk,
input wire rest,
input wire [3:0]bit_cnt,
input wire [4:0]edge_cnt, 
input wire par_en,
input wire par_typ,
input wire par_err,
input wire strt_glitch,
input wire stp_err,
output reg dat_samp_en,
output reg enable,
output reg par_chk_en,
output reg strt_chk_en,
output reg stp_chk_en,
output reg deslz_en,
output reg d_valid
);
localparam [2:0]    idle = 3'b000,
                   start = 3'b001,
				    data = 3'b011,
				 par_bit = 3'b010,
				    stop = 3'b110,
                   check = 3'b111;
reg[2:0] current_state,next_state;
always@(posedge clk , negedge rest)
begin
 if(!rest)
    current_state <= idle ;
 else 
    current_state <= next_state ;
end
always@(*)					
begin 
    case(current_state)
	  idle : begin 
	             if (rx_in==1'b0)
	               next_state = start ;
				 else 
				 next_state= idle;
			 end
	 start : begin  
	            if(strt_glitch&&bit_cnt==4'b0&&edge_cnt==5'b111)
				   next_state = idle ;
                else if(!strt_glitch&&bit_cnt==4'b0&&edge_cnt == 5'b111)  
			       next_state = data ;
				else
				   next_state = start ;
			 end	   
	 data : begin 
                if (par_en&&bit_cnt==4'b1000&&edge_cnt==5'b111)
	              next_state = par_bit ;
            	else if (!par_en&&bit_cnt==4'b1000&&edge_cnt==5'b111)
                  next_state = stop ;
				else
                  next_state = data ;
            end				
	 par_bit  : begin 
	            if (bit_cnt==4'b1001 && edge_cnt==5'b111)
				next_state = stop ;
				else
				next_state = par_bit;
                end	
     stop     : begin 
	            if (bit_cnt == 4'b1010&&edge_cnt==5'b111)
				next_state = check;
	            else
                next_state = stop ;
                end	
     check    : begin
	            next_state = idle ;
                end
	 default   : begin
			 next_state = idle ; 
                 end	
endcase
end
always@(*)
begin
                enable = 1'b0;
                par_chk_en= 1'b0;
                strt_chk_en= 1'b0;
                stp_chk_en= 1'b0;
                deslz_en= 1'b0;
				dat_samp_en = 1'b0 ;
                d_valid=1'b0;
     case(current_state)
	   idle : begin
	   if (rx_in==1'b0)
	           begin
	            enable = 1'b1;
                par_chk_en= 1'b0;
                strt_chk_en= 1'b1;
                stp_chk_en= 1'b0;
                deslz_en= 1'b0;
				dat_samp_en = 1'b1 ;
                d_valid=1'b0;
			  end
	 else 
	          begin
			   enable = 1'b0;
                par_chk_en= 1'b0;
                strt_chk_en= 1'b0;
                stp_chk_en= 1'b0;
                deslz_en= 1'b0;
				dat_samp_en = 1'b0 ;
                d_valid=1'b0;
				end
				end
        start : begin
		         enable = 1'b1 ;
				 strt_chk_en=1'b1;
				 par_chk_en= 1'b0;
		         stp_chk_en= 1'b0;
	             deslz_en= 1'b0; 
                 dat_samp_en = 1'b1 ;				 
				 d_valid=1'b0;
				 end
	     data :  begin
		         enable = 1'b1 ;
				 strt_chk_en = 1'b0 ;
				 par_chk_en = 1'b0 ;
                 stp_chk_en = 1'b0 ;
                 dat_samp_en = 1'b1 ;
                 if(edge_cnt==5'b111)
                 deslz_en = 1'b1 ;
               else 
                 deslz_en = 1'b0;
                 d_valid = 1'b0 ;
				 end
		par_bit: begin 
                  enable = 1'b1 ;
                  strt_chk_en = 1'b0 ;
                  par_chk_en =1'b1 ;
                  stp_chk_en = 1'b0;
                  dat_samp_en = 1'b1 ;
                  deslz_en = 1'b0 ;
                  d_valid = 1'b0 ;
                 end
        stop   : begin 
		           enable = 1'b1 ;
				   strt_chk_en = 1'b0 ;
				   par_chk_en = 1'b0 ;
				   stp_chk_en = 1'b1 ;
				   dat_samp_en = 1'b1 ;
				   deslz_en = 1'b0 ;
				   d_valid = 1'b0; 
				   end
		check  :  begin
		           enable = 1'b0 ;
				   strt_chk_en = 1'b0 ;
				   par_chk_en = 1'b0 ;
				   stp_chk_en = 1'b0 ;
				   dat_samp_en = 1'b0 ;
				   deslz_en = 1'b0 ;
				   d_valid = 1'b1; 
				   end
		default :  begin
		        enable = 1'b0;
                par_chk_en= 1'b0;
                strt_chk_en= 1'b0;
                stp_chk_en= 1'b0;
                deslz_en= 1'b0;
				dat_samp_en = 1'b0 ;
                d_valid=1'b0;
				end
endcase
end
endmodule				   
module UART_TOP 
(
 input   wire                          RST,
 input   wire                          TX_CLK,
 input   wire                          RX_CLK,
 input   wire                          RX_IN_S,
 output  wire   [7:0]                  RX_OUT_P, 
 output  wire                          RX_OUT_V,
 input   wire   [7:0]                  TX_IN_P, 
 input   wire                          TX_IN_V, 
 output  wire                          TX_OUT_S,
 output  wire                          TX_OUT_Busy,  
 input   wire   [4:0]                  Prescale,
 input   wire                          parity_enable,
 input   wire                          parity_type
);
TOP_TX U0_UART_TX (
.clk(TX_CLK),
.rest(RST),
.p_data(TX_IN_P),
.d_valid(TX_IN_V),
.par_en(parity_enable),
.par_typ(parity_type), 
.tx_out(TX_OUT_S),
.busy(TX_OUT_Busy)
);
top_reciever U0_UART_RX (
.clk(RX_CLK),
.rest(RST),
.rx_in(RX_IN_S),
.prescale(Prescale),
.par_en(parity_enable),
.par_typ(parity_type),
.p_data(RX_OUT_P), 
.d_valid(RX_OUT_V)
);
endmodule
module serializer(
input wire clk,
input wire rest,
input wire ser_en,
input wire [7:0] p_data,
output reg ser_dn,
output reg ser_data
);
reg [7:0] count;
wire count_max ;
reg[7:0] SR;   
assign count_max = (count == 5'b1001);
always @(posedge clk , negedge rest)
begin
  if (!rest)
    begin
	 count   <= 5'b0  ;
	end
  else if(ser_en&& count ==0)
	begin
         SR <= p_data;
         count <= count + 5'b1 ;
     end
   else if (ser_en && !count_max)
      begin
        ser_data <= SR[0]  ;
	    SR <= { 1'b0 , SR[7:1] };
       count <= count + 5'b1 ;
      end
end
 always@(*)
 begin
 if (count_max)
	   begin
	   ser_dn = 1'b1 ;
        end
 else 
  ser_dn = 1'b0;
 end
endmodule
module TOP_TX(
input wire clk,rest,
input wire par_en,
input wire d_valid,
input wire par_typ,
input wire [7:0] p_data,
output wire tx_out,
output wire busy 
);
wire ser_data ;
wire ser_dn ;
wire ser_en;
wire [4:0]mux_sel ;
wire par_bit ;
serializer u_serializer (
.clk(clk),
.rest(rest),
.p_data(p_data),
.ser_en(ser_en),
.ser_dn(ser_dn),
.ser_data(ser_data)
);
fsm_tx u_fsm(
.clk(clk),
.rest(rest),
.d_valid(d_valid),
.par_en(par_en),
.ser_dn(ser_dn),
.ser_en(ser_en),
.mux_sel(mux_sel),
.busy(busy)
);
par_calc u_par_calc(
.clk(clk),
.p_data(p_data),
.d_valid(d_valid),
.par_typ(par_typ),
.par_bit_x(par_bit_x)
);
mux u_mux(
.mux_sel(mux_sel),
.par_bit_x(par_bit_x),
.ser_data(ser_data),
.tx_out(tx_out)
);
endmodule
module mux (
input wire [4:0] mux_sel,
input wire ser_data, 
input wire par_bit_x ,
output reg tx_out
);
localparam [2:0] idle = 3'b000 ,
                 start= 3'b001 ,
				 data = 3'b011 ,
			  par_bit = 3'b010 ,
				 stop = 3'b110 ;
always @(*)
begin 
 if (mux_sel == start )
    tx_out = 1'b0 ;
 else if (mux_sel== data)
    tx_out = ser_data ;
 else if (mux_sel == par_bit)
    tx_out = par_bit_x ;
 else
  tx_out = 1'b1 ;
end
endmodule 
module par_calc (
input wire clk ,
input wire [7:0] p_data,
input wire d_valid ,
input wire par_typ,
output reg par_bit_x
);
always@(posedge clk) 
begin 
  if (d_valid && par_typ==1)
     par_bit_x <= ~(p_data[0] ^ p_data [1] ^ p_data[2] ^ p_data[3] ^ p_data [4] ^ p_data[5] ^ p_data [6] ^ p_data [7]) ;   
  else if (d_valid && par_typ == 0)
     par_bit_x <= p_data[0] ^ p_data [1] ^ p_data[2] ^ p_data[3] ^ p_data [4] ^ p_data[5] ^ p_data [6] ^ p_data [7] ;      
end
endmodule	 
module fsm_tx (
input wire clk,
input wire rest,
input wire d_valid,
input wire par_en,
input wire ser_dn ,
output reg [4:0]mux_sel,
output reg ser_en,
output reg busy
);
localparam [2:0] idle = 3'b000 ,
                 start= 3'b001 ,
				 data = 3'b011 ,
			  par_bit = 3'b010 ,
				 stop = 3'b110 ;
reg  [2:0] next_state , current_state ;
always@(posedge clk , negedge rest)
begin
   if(!rest)
       begin 
	      current_state <= idle ;
		end
	else 
	   begin 
	      current_state <= next_state ;
	    end 
end
always@(*)
begin 
  case (current_state)
     idle : begin 
	         if (d_valid)
	         next_state = start ;
	          else
			  next_state = idle;
			 end
	 start : begin 
			     next_state = data ;
			 end
	 data  : begin 
	           if (ser_dn && par_en)
                 next_state = par_bit ;
			   else if (ser_dn && !par_en)
			      next_state = stop ;
			   else
                 next_state = data ;
			 end
    par_bit: begin 
               next_state= stop ;
              end			   
	 stop   : begin
               next_state = idle;
            end	
     default : begin 
               	next_state = idle;
               end	   
	 endcase
end
always@(*)
begin 
   case (current_state)
      idle : begin
	        busy = 1'b0 ;
			mux_sel = idle ;
			if (d_valid)
			  ser_en = 1'b1;
			 else
			  ser_en = 1'b0;
			  end
	  start : begin 
            busy = 1'b1 ;
            mux_sel = start ;
            ser_en = 1'b1 ;
			  end
       data : begin 
             busy = 1'b1 ;
             mux_sel = data ;
        	 ser_en = 1'b1 ;
			   end
	   par_bit : begin 
              busy = 1'b1 ;
              mux_sel = par_bit ;
              ser_en = 1'b0 ;
                 end
       stop : begin 
              busy = 1'b1 ;
              mux_sel = stop ;
              ser_en = 	1'b0 ;	  
         			 end
      default : begin 
                 busy = 1'b0 ;
            mux_sel = idle ;
            ser_en = 1'b0 ;
                end
					 endcase 
end
endmodule
```

## run.sh

```bash
#!/bin/bash
# OpenROAD 26Q1-2900-gdf79404cd8, Yosys 0.63+post, stock flow scripts
make -C /OpenROAD-flow-scripts/flow DESIGN_CONFIG=/design/flow/config.mk WORK_HOME=/design/flow/orfs finish
```

## config.mk

```make
export PLATFORM = sky130hd
export DESIGN_NAME = UART_TOP
export DESIGN_NICKNAME = UART_TOP
export VERILOG_FILES = /design/flow/design.v
export SDC_FILE = /design/flow/constraint.sdc
export NUM_CORES = 4
export LEC_CHECK = 1
export CORE_UTILIZATION = 30
```

## constraint.sdc

```tcl
current_design UART_TOP

set clk_period 2.0
set clk_io_pct 0.2

create_clock -name clk0 -period $clk_period [get_ports {RX_CLK}]
create_clock -name clk1 -period $clk_period [get_ports {TX_CLK}]

set non_clock_inputs [all_inputs -no_clocks]
set_input_delay [expr $clk_period * $clk_io_pct] -clock clk0 $non_clock_inputs
set_output_delay [expr $clk_period * $clk_io_pct] -clock clk0 [all_outputs]
```

==> impl_metrics.yaml <==
# physical design summary
run_status:
  status: "complete, no violations"
yosys:
  aoi_share: 0.0631
  ys_ff: 50
  logic_family: "simple AND/OR/NAND/NOR gates"
  ys_cells: 226
  yosysSeqAreaShare: 0.506
  synth_xor_xnor_area_share: 0.114
  syn_area_per_cell_sq_um: 11.5
  yosys_most_used_dff: "dfrtp_1"
  ys_types: 48
  yosys.area_share.adder: 0.0520
  mux_share: 0.0733
  syn_inst: 226
  yosys_warnings: 15
  ys_chip_area_sq_um: 2600
  simple_gate_area_frac: 0.158
  edf_count: 13
  synth.cell_area_sq_um: 2600
  synthArstFlopShare: 0.720
clocking:
  clock_sinks: 50
  cts_tree: "done"
  path_clk_slew_ns: 0.09
pwr:
  p_leak_nw: 1.37
  peakVddDrop_v: 0.000370
  power_mw: 3.58
  power_density_nw_per_um2: 1100
worst_setup_path:
  cp.arrival_ns: 1.90
  reg2reg_to: "U0_UART_TX.u_serializer.SR[3]"
  critPathRequiredTime_ns: 2.01
  max_stage_delay_ns: 0.49
  crit_fanout: 9
  endpoint_kind: "flip-flop"
  path_buffers: 2
  startpoint_type: "primary input"
  cp_cell_sequence: "clkdlybuf4s50_1 -> a211o_2 -> nand3b_1 -> nor3b_4 -> buf_4 -> mux2_2"
  reg2reg_setup_slack_ns: 0.21
  cp_num_cells: 6
  worstRegToRegCells: 6
  crit_family: "buffers and inverters"
  cp-startpoint: "TX_IN_V"
  cp-endpoint: "U0_UART_TX.u_serializer.SR[3]"
  slowest_stage: "clkdlybuf4s50_1"
  timing.rr.start: "U0_UART_TX.u_serializer.count[1]"
  crit_type: "in -> reg"
final_timing:
  rsz0062_at_grt: "no"
  fin_skew_ns: 0.00583
  hold_viol_final: 0
  worst_pin_slew_ns: 0.637
  layout_setup_ws_ns: 0.111
  setup_viol: 0
  fin_tns_setup_ns: 0
  maxSlewHeadroom: 0.574
  final-max-slew-violation-count: 0
grt:
  grt_start_max_net_pins: 37
  grt_pass1_vias: 1776
  overflow: 0
  antenna_found_initial: 0
  grt_pass1_wl_mm: 7.80
  track_usage: 0.112
drt:
  top_layer: "met4"
  wl_per_cell_um: 11.2
  drc_errors: 0
  wl_met3_um: 208
  avgViaCountPerCell: 4.64
  wl_mm: 4.31
  drt-met1-wl_mm: 2.04
  first_pass_iters: 4
  dr_total_vias: 1782
  antenna_cells: 0
  wl_met2_mm: 2.01
  drtIter0Drc: 70
  drtAntennaViolNets: 0
final_layout:
  fill_cells: 781
  final_area_sq_um: 3250
  syn2layout_area_growth_pct: 25.1
  drive_above_1_share: 0.226
  finalCoreUtilization: 0.391
placed_design:
  port_buffers: 29
  dp_slack_ns: -0.324
  placed_area_sq_um: 3120
  hpwlAfterDp_mm: 3.30
  gp_congestion: 0.784
die:
  rows: 33
  floorplan.core_util: 0.313
  die.size.x_um: 95.0
  core-area_sq_um: 8300
  chipArea_sq_um: 9030
  io_pins: 31
  die_h_um: 95.0
flow_run:
  drv_cap: 0
  log.warning_count: 32
worst_hold_path:
  hp-class: "in -> async"
[sequential cells by signal, summed over array words and instances, names as in the netlist]
register / flops
U0_UART_TX.u_serializer.count: 8
U0_UART_RX.u_deserializer.p_data: 8
U0_UART_RX.u_sampling_data.sample3: 1
U0_UART_RX.u_edge_bit_counter.edge_cnt: 5
U0_UART_RX.u_edge_bit_counter.bit_cnt: 4
U0_UART_RX.u_fsm.current_state: 6
U0_UART_TX.u_serializer.ser_data: 1
U0_UART_RX.u_sampling_data.sample2: 1
U0_UART_RX.u_sampling_data.sample1: 1
U0_UART_RX.u_strt_check.strt_glitch: 1
U0_UART_TX.u_serializer.SR: 8
U0_UART_TX.u_fsm.current_state: 5
U0_UART_TX.u_par_calc.par_bit_x: 1
[power breakdown]
part / internal [mW] / switching (mW)
clock: 0.281 / 0.311
sequential: 1.35 / 0.308
combinational: 0.747 / 0.576
[area by class of cell]
cell class	instances	area, sq um	share of cell area
sequential	50	1320	0.405
multi-input combinational	156	1210	0.372
tap	105	131	0.0404
clock buffer	6	82.6	0.0254
clock inverter	2	11.3	0.00347
inverter	15	56.3	0.0173
timing repair buffer	50	443	0.136
[how the worst min path moves through the flow]
stage	from	end	depth (start not counted)	slack, ns
4_1_cts	RST	U0_UART_RX.u_edge_bit_counter.edge_cnt[1]	2	0.23
5_1_grt	RST	U0_UART_RX.u_edge_bit_counter.edge_cnt[3]	2	0.24
6_report	RST	U0_UART_RX.u_edge_bit_counter.edge_cnt[1]	2	0.19
[cells in the final DEF (no fill, tap or decap), drive strengths merged, types with 2 or more instances in the layout]
cell           count
a21o               2
a31oi              2
inv               16
dfrtp             34
clkdlybuf4s50     25
o21ai              5
nand4              7
nand3b             2
xnor2             29
and2               3
o211ai             2
nor2b              2
dfstp              2
and3               4
nand2             12
nand2b             2
a21oi              8
dlygate4sd2        2
nor3b              2
edfxtp            13
ha                10
or4                3
mux2              16
buf               22
xor2               3
nor2               9
o31ai              2
nor3               8
clkbuf             6
nand3             11
[what timing repair did]
item,in CTS,in global routing
gates resized,5,3
endpoints found under the hold margin,0,0
buffers inserted,0,2
endpoints found under the setup margin,2,1
hold buffers,0,0
pin swaps,1,1
[through the flow]
step | hold slack, ns | std cells
2_1_floorplan | 0.104 | 226
3_5_place_dp | 0.416 | 374
6_report | 0.189 | 384
5_1_grt | 0.244 | 384
3_3_place_gp | 0.407 | 374
4_1_cts | 0.233 | 382
[layer usage]
layer | up-vias | GRT usage
li1 | 899 | -
met1 | 851 | 0.168
met2 | 28 | 0.176
met3 | 4 | 0.0276
met4 | 0 | 0.0101
met5 | - | 0
[logic make-up after synthesis]
kind of cell | after synthesis
flops | 50
buf+inv | 20
mux | 17
simple gates | 70
fa+ha+maj | 11
compound gates | 26
xor+xnor | 32
[cell usage after synthesis (3+ instances only)]
master | n | area [sq um]
nand4_1 | 7 | 43.8
xor2_1 | 3 | 26.3
nand3_1 | 10 | 50.1
nor2_1 | 9 | 33.8
dfrtp_1 | 34 | 851
xnor2_1 | 27 | 236
a21oi_1 | 8 | 40.0
ha_1 | 10 | 125
and3_1 | 3 | 18.8
and2_1 | 3 | 18.8
nor3_1 | 8 | 40.0
mux2_2 | 16 | 180
nand2_1 | 11 | 41.3
or4_1 | 3 | 22.5
o21ai_0 | 5 | 25.0
edfxtp_1 | 13 | 390
inv_1 | 15 | 56.3
Power is estimated from default activity; no workload was simulated.
